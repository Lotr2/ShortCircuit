### flow/config.mk
export PLATFORM = sky130hd
export DESIGN_NAME = parallel_register
export DESIGN_NICKNAME = parallel_register
export VERILOG_FILES = /design/flow/design.v
export SDC_FILE = /design/flow/constraint.sdc
export NUM_CORES = 4
export LEC_CHECK = 1
export CORE_AREA = 10 10 70 70
export DIE_AREA = 0 0 80 80
### flow/run.sh
#!/bin/bash
# OpenROAD 26Q1-2900-gdf79404cd8, Yosys 0.63+post, stock flow scripts
make -C /OpenROAD-flow-scripts/flow DESIGN_CONFIG=/design/flow/config.mk WORK_HOME=/design/flow/orfs finish
### flow/design.v
`timescale 1ns / 1ps
module shift_register #(parameter WIDTH = 8)(
    input clk,
    input rst,
    input clr,
    input shift_en,
    input extend,
    input load,
    input [WIDTH-1:0] data_in,
    output reg [WIDTH-1:0] q
);
    initial begin
        q = {WIDTH{1'b0}};
    end
    always @(posedge clk or posedge rst) begin
        if (rst || clr) begin
            q <= {WIDTH{1'b0}};
        end else if (load) begin
            q <= data_in;
        end else if (shift_en) begin
            if (extend)
                q <= {q[WIDTH-1], q[WIDTH-1:1]};
            else
                q <= {1'b0, q[WIDTH-1:1]};
        end
    end
endmodule
module parallel_register #(parameter WIDTH = 8)(
    input clk,
    input rst,
    input load,
    input [WIDTH-1:0] data_in,
    output reg [WIDTH-1:0] q
);
    always @(posedge clk or posedge rst) begin
        if (rst)
            q <= {WIDTH{1'b0}};
        else if (load)
            q <= data_in;
        else
            q <= q;
    end
endmodule
module wrapper(
    input clk,
    input rst,
    input clr,
    input btn_center,
    input btn_left,
    input btn_right,
    input [7:0] multiplicand,
    input [7:0] multiplier,
    output [0:6] segments,
    output [3:0] anode
);
    wire start;
    push_button btn_center_inst(.clk(clk_out), .rst(rst), .x(btn_center), .na(start));
    wire clk_out;
    clk_divider #(200000) clk_div(.clk(clk), .rst(rst), .clk_out(clk_out));
    wire load_done, mult_active, load_data, mult_done;
    wire [7:0] multiplicand_reg, multiplier_reg;
    wire scroll_left, scroll_right;
    wire [3:0] load_count;
    counter #(4, 6) load_counter(.clk(clk_out), .rst(rst), .en(load_data), .count(load_count), .done(load_done));
    control_unit cu(
        .clk(clk_out),
        .rst(rst),
        .clr(clr),
        .btn_center(btn_center),
        .btn_left(btn_left),
        .btn_right(btn_right),
        .load_done(load_done),
        .load_data(load_data),
        .start_mult(start),
        .scroll_left(scroll_left),
        .scroll_right(scroll_right),
        .mult_done(mult_done),
        .mult_active(mult_active)
    );
    parallel_register #(8) multiplicand_reg_inst(
        .clk(clk_out),
        .rst(rst),
        .load(start),
        .data_in(multiplicand),
        .q(multiplicand_reg)
    );
    shift_register #(8) multiplier_reg_inst(
        .clk(clk_out),
        .rst(rst),
        .clr(clr),
        .shift_en(1'b1),
        .extend(1'b1),
        .load(load_data),
        .data_in(multiplier),
        .q(multiplier_reg)
    );
    wire [4:0] mult_count;
    counter #(5, 15) mult_counter(
        .clk(clk_out),
        .rst(rst),
        .en(mult_active),
        .count(mult_count),
        .done(mult_done)
    );
    wire prod_bit;
    spm multiplier_inst(
        .clk(clk_out),
        .rst(rst),
        .clr(clr || load_data),
        .x(multiplicand_reg),
        .y(multiplier_reg[0]),
        .p(prod_bit)
    );
    wire [15:0] product;
    sipo #(16) product_reg(
        .clk(clk_out),
        .rst(rst),
        .clr(load_data),
        .shift_en(mult_active),
        .data_in(prod_bit),
        .q(product)
    );
    display disp(
        .scroll_right(scroll_right),
        .scroll_left(scroll_left),
        .clk(clk),
        .rst(rst),
        .clr(clr),
        .binary(product),
        .segments(segments),
        .anode(anode)
    );
endmodule
### flow/constraint.sdc
current_design parallel_register

set clk_period 1.1
set clk_io_pct 0.2

create_clock -name clk0 -period $clk_period [get_ports {clk}]

set non_clock_inputs [all_inputs -no_clocks]
set_input_delay [expr $clk_period * $clk_io_pct] -clock clk0 $non_clock_inputs
set_output_delay [expr $clk_period * $clk_io_pct] -clock clk0 [all_outputs]
==> impl_metrics.prom <==
# HELP chip_impl_metric Implementation results
# TYPE chip_impl_metric gauge
chip_impl_metric{name="slew_headroom",unit="%"} 80.3
chip_impl_info{name="largest_registers",value="q (8)"} 1
chip_impl_metric{name="post_dr_vias_cell",unit=""} 2.64
chip_impl_metric{name="period_minus_slack",unit="ns"} 1.06
chip_impl_metric{name="grt_first_pass_wirelength",unit="µm"} 1390
chip_impl_metric{name="avgSynthCellArea",unit="µm²"} 18.6
chip_impl_metric{name="fin_ws",unit="ns"} 0.0411
chip_impl_info{name="critical_path.startpoint_type",value="flop"} 1
chip_impl_metric{name="initial_core_util",unit="%"} 9.82
chip_impl_info{name="most_area_hungry_cell_type_in_the_yosys_netlist",value="dfrtp_1"} 1
chip_impl_metric{name="areaGrowthSynthToFinish",unit="%"} 93.3
chip_impl_metric{name="synth_sequential_area_ratio",unit="%"} 59.7
chip_impl_info{name="status",value="complete, no violations"} 1
chip_impl_metric{name="grt_antenna_before_repair",unit=""} 0
chip_impl_metric{name="number_of_global_route_vias_before_repair",unit=""} 267
chip_impl_metric{name="power_switching",unit="µW"} 140
chip_impl_metric{name="achievable-frequency",unit="MHz"} 944
chip_impl_info{name="cts_tree",value="done"} 1
chip_impl_info{name="holdCritPathClass",value="primary input to async pin"} 1
chip_impl_metric{name="drive_gt1_share",unit="%"} 40.0
chip_impl_metric{name="power_leakage",unit="nW"} 0.293
chip_impl_metric{name="hold-worst-slack",unit="ns"} 0.223
chip_impl_metric{name="setup_viol",unit=""} 0
chip_impl_metric{name="die_y",unit="µm"} 80
chip_impl_info{name="timing.critical_path.to_type",value="output pin"} 1
chip_impl_metric{name="leftover_overflow_at_the_end_of_global_routing",unit=""} 0
chip_impl_metric{name="dpl_worst_slack",unit="ns"} -0.194
chip_impl_info{name="synth.top_cells.by_count",value="dfrtp_1, mux2_4, buf_6, inv_1"} 1
chip_impl_metric{name="syn-cell-area",unit="µm²"} 335
chip_impl_metric{name="pin_count_of_the_biggest_net_entering_global_routing",unit=""} 9
chip_impl_metric{name="report.final.slew_viol_count",unit=""} 0
chip_impl_metric{name="floorplan.rows",unit=""} 21
chip_impl_metric{name="finalHoldViolCount",unit=""} 0
chip_impl_metric{name="postRouteAntennaNets",unit=""} 0
chip_impl_metric{name="largest_reg_flops",unit=""} 8
chip_impl_metric{name="critical_path_depth",unit=""} 1
chip_impl_metric{name="clock_power_share",unit="%"} 28.9
chip_impl_metric{name="filler_cell_count",unit=""} 384
chip_impl_metric{name="synth_chip_area",unit="µm²"} 335
chip_impl_metric{name="synth-cells-yosys",unit=""} 18
chip_impl_info{name="reg2reg_from",value="q[1]"} 1
chip_impl_info{name="netlist_top_cells_area",value="dfrtp_1, mux2_4, buf_6"} 1
chip_impl_metric{name="cts_htree_levels",unit=""} 1
chip_impl_metric{name="antenna_cells",unit=""} 0
chip_impl_info{name="cp_cell_sequence",value="dlygate4sd2_1"} 1
chip_impl_metric{name="port_bufs",unit=""} 18
chip_impl_metric{name="numSynthFlops",unit=""} 8
chip_impl_metric{name="timing.critical_path.buf_inv",unit=""} 1
chip_impl_metric{name="track_usage",unit="%"} 2.79
chip_impl_metric{name="critical_path_arrival",unit="ns"} 0.84
chip_impl_info{name="largest-register",value="q"} 1
chip_impl_metric{name="clock_sink_count",unit=""} 8
chip_impl_metric{name="design.core.area",unit="mm²"} 0.00342
chip_impl_metric{name="maximum_net_fanout_on_the_critical_path",unit=""} 2
chip_impl_metric{name="max_cap_viol_count",unit=""} 0
chip_impl_metric{name="die_area",unit="mm²"} 0.00640
chip_impl_metric{name="slowest_delay",unit="ns"} 0.36
chip_impl_metric{name="timing.clock.skew",unit="ns"} 0
chip_impl_metric{name="die_w",unit="µm"} 80
chip_impl_info{name="critical-path-top-delay-family",value="flip-flops"} 1
chip_impl_metric{name="synth_top_area_share",unit="%"} 59.7
chip_impl_metric{name="io_pins",unit=""} 19
chip_impl_metric{name="power.share.switching",unit="%"} 19.3
chip_impl_metric{name="synth_cell_type_count",unit=""} 4
chip_impl_metric{name="seqPwrFrac",unit="%"} 46.7
chip_impl_metric{name="finalPower",unit="µW"} 728
chip_impl_metric{name="dr.pass1.iters",unit=""} 2
chip_impl_metric{name="warnings",unit=""} 25
chip_impl_metric{name="synth_warn",unit=""} 1
chip_impl_metric{name="powerDensity",unit="mW/mm²"} 1120
chip_impl_metric{name="rrSetupSlack",unit="ns"} 0.11
chip_impl_metric{name="p_int",unit="µW"} 588
chip_impl_metric{name="violation_count_after_the_first_detailed_route_iteration",unit=""} 13
chip_impl_metric{name="vias",unit=""} 240
chip_impl_metric{name="clkLatencyLatePin",unit="ns"} 0.24
chip_impl_info{name="rsz0062_at_grt",value="false"} 1
chip_impl_metric{name="tightestPinTransition",unit="ns"} 0.295
chip_impl_info{name="rr_endpoint",value="q[1]"} 1
chip_impl_metric{name="finalWirelength",unit="µm"} 920
chip_impl_info{name="worst-setup-path-type",value="flop to output pin"} 1
chip_impl_metric{name="synth-async-reset-ratio",unit="%"} 100
chip_impl_metric{name="syn-instance-count",unit=""} 18
chip_impl_metric{name="ctsLongestPathBuffers",unit=""} 2
chip_impl_metric{name="tritoncts.num_buffers",unit=""} 3
chip_impl_metric{name="reg2reg_depth",unit=""} 3
chip_impl_metric{name="drc",unit=""} 0
chip_impl_info{name="dominantRegCellSynth",value="dfrtp_1"} 1
chip_impl_metric{name="route.detailed.wl_per_inst",unit="µm"} 10.1
chip_impl_metric{name="clk_pin_slew_worst_paths",unit="ns"} 0.05
chip_impl_metric{name="post_layout_period_usage_of_the_worst_path",unit="%"} 96.3
chip_impl_info{name="ctsRootBufferMaster",value="clkbuf_4"} 1
chip_impl_metric{name="synth-edff-count",unit=""} 0
chip_impl_metric{name="worst-endpoint-required",unit="ns"} 0.88
chip_impl_metric{name="logic_pwr_share",unit="%"} 24.4
chip_impl_metric{name="max-vdd-ir-drop",unit="mV"} 0.188
chip_impl_metric{name="routabilityCongestion",unit=""} 0.708
chip_impl_info{name="worst_path_max_delay_cell",value="dfrtp_1"} 1
-- cell usage in the layout (no fill, tap or decap) --
master,instances
clkdlybuf4s50_1,10
buf_12,1
dfrtp_1,8
inv_1,1
buf_4,6
clkbuf_4,3
dlygate4sd2_1,1
mux2_4,8
clkdlybuf4s15_1,7
-- worst max path at each step --
stage       to  from  slack (ns)
4_1_cts   q[6]  q[6]       0.001
5_1_grt   q[2]  q[2]       0.006
6_report  q[2]  q[2]        0.04
-- metrics by stage --
step	instance area, µm²	cells	TNS [ns]	utilization (%)
after detailed placement	582	82	-1.52	17.0
final	648	91	0	19.0
after CTS	627	89	0	18.4
after global routing	648	91	0	19.0
after global placement	582	82	-1.50	17.0
after floorplan	335	18	0	-
-- repair_timing --
item / in CTS / in global routing
hold buffers: 0 / 0
gates resized: 10 / 5
setup endpoints to repair: 8 / 6
setup buffers: 4 / 2
pin swaps: 0 / 0
-- cell type report --
cell class | instances | area, µm² | area share (%)
inverter | 1 | 3.75 | 0.579
sequential | 8 | 200 | 30.9
multi-input combinational | 8 | 120 | 18.5
timing repair buffer | 25 | 244 | 37.6
clock buffer | 3 | 22.5 | 3.47
tap | 46 | 57.6 | 8.88
-- power by group through the flow --
stage,registers [mW],clock network [mW],logic [mW]
finish,0.341,0.210,0.178
global route,0.345,0.236,0.191
CTS,0.340,0.218,0.167
-- metal layers --
metal / track usage (%) / part of all wire, % / routed length, µm / up-vias
met1: 3.31 / 40 / 364 / 114
li1: - / - / - / 115
met2: 4.65 / 51 / 468 / 9
met4: 1.41 / 4.5 / 41 / 0
met3: 0.568 / 5.1 / 47 / 2
met5: 0 / 0 / 0 / -
-- logic make-up (layout without fill, tap and decap cells) --
group	Yosys count	in the layout	share of synthesized area, %
mux	8	8	35.8
flops	8	8	59.7
buf+inv	2	29	4.48
Power is estimated from default activity; no workload was simulated.
